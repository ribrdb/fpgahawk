### /design/flow/design.v
module DataSeparator 
  #(
     parameter CLOCK_WINDOW_START = 17,  
     parameter CLOCK_WINDOW_END = 23,  
     parameter DATA_WINDOW_START = 5,  
     parameter DATA_WINDOW_END = 15  
    )
   (
     output reg wr_clock,
     output reg wr_data,
     input wire hf_clk,
     input wire en,
     input wire dsk_wr_data_clk
    );
   localparam MAX = CLOCK_WINDOW_END+1;
   localparam COUNTER_WIDTH = $clog2(MAX);
   localparam CLOCK_PULSE = 4'b11?0,
              DATA_PULSE = 4'b1010, MISSING_PULSE = 4'b0001, RESTART = 4'b1??1;
   reg [COUNTER_WIDTH:0] counter = 0;
   reg                   async_toggle = 0;
   reg                   async_data_1 = 0;
   reg                   async_data_2 = 0;
   reg                   async_data_3 =0;
   reg                   next_data=0;
   logic                  sync_data;
   wire                  in_clock_window;
   wire                  in_data_window;
   wire                  missing_clock;
   assign sync_data = async_data_2 ^ async_data_3;
   assign in_clock_window = (counter >= CLOCK_WINDOW_START && counter <= CLOCK_WINDOW_END);
   assign in_data_window = (counter >= DATA_WINDOW_START && counter <= DATA_WINDOW_END);
   assign missing_clock = (counter >= MAX);
   always @ (posedge dsk_wr_data_clk) async_toggle = en ? ~async_toggle : async_toggle;
   always @ (posedge hf_clk) begin
      async_data_1 <= async_toggle;
      async_data_2 <= async_data_1;
      async_data_3 <= async_data_2;
   end
   always @ (posedge hf_clk) begin
      casez ({sync_data,
              in_clock_window,
              in_data_window,
              missing_clock})
        CLOCK_PULSE: begin
           counter <= 1;
           wr_clock <= 1;
           wr_data <= next_data;
           next_data <= 0;
        end
        DATA_PULSE: begin
           counter <= counter + 1;
           wr_clock <= 0;
           wr_data <= 0;
           next_data <= 1;
        end
        MISSING_PULSE: begin
           counter <= counter;
           wr_clock <= 0;
           wr_data <= 0;
           next_data <= 0;
        end
        RESTART: begin
           counter <= 1;
           wr_clock <= 0;
           wr_data <= 0;
           next_data <= 0;
        end
        default: begin
           counter <= counter + 1;
           next_data <= next_data;
           wr_clock <= 0;
           wr_data <= 0;
        end
      endcase
   end
endmodule
### /design/flow/run.sh
#!/bin/bash
# OpenROAD 26Q1-2900-gdf79404cd8, Yosys 0.63+post, stock flow scripts
make -C /OpenROAD-flow-scripts/flow DESIGN_CONFIG=/design/flow/config.mk WORK_HOME=/design/flow/orfs finish
### /design/flow/config.mk
export PLATFORM = sky130hd
export DESIGN_NAME = DataSeparator
export DESIGN_NICKNAME = DataSeparator
export VERILOG_FILES = /design/flow/design.v
export SDC_FILE = /design/flow/constraint.sdc
export NUM_CORES = 4
export LEC_CHECK = 1
export CORE_AREA = 10 10 73 73
export DIE_AREA = 0 0 83 83
### /design/flow/constraint.sdc
current_design DataSeparator

set clk_period 1.0
set clk_io_pct 0.2

create_clock -name clk0 -period $clk_period [get_ports {dsk_wr_data_clk}]
create_clock -name clk1 -period $clk_period [get_ports {hf_clk}]

set non_clock_inputs [all_inputs -no_clocks]
set_input_delay [expr $clk_period * $clk_io_pct] -clock clk0 $non_clock_inputs
set_output_delay [expr $clk_period * $clk_io_pct] -clock clk0 [all_outputs]
==> impl_metrics.toml <==
# implementation run metrics
[run]
timing.max_cap.violations = 0
openroad.warnings = 32

[pwr]
power.share.combinational = 0.457
ir_drop_uv = 930
totalPowerFinal_uw = 2800
clock_power_share = 0.188
seq_power_share = 0.355
internal_power_uw = 1830
p_leak_uw = 0.000358
cellPowerDensity_nw_per_um2 = 3170
p_switching_uw = 970
power.share.switching = 0.347

[status]
outcome = "finished with violations"
failed_checks = "setup timing"

[floorplanning]
die_h_um = 83
boundaryPins = 5
floorplan.die_area_sq_um = 6890
floorplan.core_area_sq_um = 3740
fp-utilization = 0.160
die_width_um = 83
placement_rows = 22

[logic_synthesis]
ys_ff = 13
netlist.top_cell.by_area = "sky130_fd_sc_hd__edfxtp_1"
synth_warnings = 3
enable_flop_cells = 8
yosys-stat-area_sq_um = 601
syn_area_sq_um = 601
yosys_most_used_dff = "sky130_fd_sc_hd__edfxtp_1"
synthesis.instances = 52
synth_seq_share = 0.567
yosys-stat-cells = 52
post_synth.cell_area_avg_sq_um = 11.5
postSynth.asyncResetShare = 0
synthDominantCellAreaShare = 0.400
top_cell = "sky130_fd_sc_hd__edfxtp_1"
yosys-top-cells-area = "sky130_fd_sc_hd__edfxtp_1, sky130_fd_sc_hd__dfxtp_1, sky130_fd_sc_hd__ha_1"
post_synth_num_cell_types = 21
yosys-top-cells-count = "sky130_fd_sc_hd__edfxtp_1, sky130_fd_sc_hd__dfxtp_1, sky130_fd_sc_hd__o21ai_1"

[setup_path]
timing.critical_path.slowest_stage_cell = "sky130_fd_sc_hd__edfxtp_1"
critical_path.endpoint_type = "flop"
critPathArrivalTime_ns = 1.48
worst-r2r-cell-count = 5
worst-path-buf-inv = 1
cp_max_fo = 6
crit_cells = 5
start_to_end_type_of_the_worst_setup_path = "reg2reg"
path_delay_family = "flip-flops"
crit_chain = "inv_1 > ha_4 > nor3b_4 > a211oi_4 > nor2_1"
cp_slowest_stage_delay_ns = 0.39
worstSetupStartpointType = "flop"
r2r_slack_ns = -0.50
crit_required_ns = 0.98

[final_timing]
grt_setup_unrepaired = "true"
transition_time_at_the_pin_with_the_least_slew_margin_ns = 0.382
finalSetupTns_ns = -4.90
fin_skew_ns = 0.00199
hold_viol = 0
minimum_hold_slack_ns = 0.119
finalSetupViolations = 16
maxSlewViolCount = 0
postLayoutSetupSlackWorst_ns = -0.499
maxSlewHeadroom = 0.744

[route]
avgViaCountPerCell = 3.99
routed_wl_um = 1310
drt-wirelength-per-cell_um = 11.0
detailroute.via_count = 475
n_antenna_cell = 0
post-route-drc-count = 0
starting_drc_count_in_detailed_routing = 27
final_antenna_net_count = 0
drtPass1Iterations = 4

[place]
placedInstanceArea_sq_um = 779
placement.setup.worst_slack_ns = -0.432
dp.final_hpwl_um = 762
routability_driven_placement_congestion_ratio = 0.808
buffer_ports.inserted = 3

[clock_network]
cts_made_buffers = 3
clkTransAtPathRegs_ns = 0.05
cts_hold_buf = 0
clock_tree_from_tritoncts = "built"
cts_root_buf = "sky130_fd_sc_hd__clkbuf_8"
cts.path.max_buffers = 2
htree_num_levels = 1

[cells_and_area]
final_design_area_no_fill_sq_um = 882
drive_above_1_share = 0.380
fill_cells = 407
area.growth.synth_to_final_pct = 46.9

[grt]
grt_antenna_before_repair = 0
global_route_wire_length_before_repair_um = 2010
track_usage = 0.0336
maximum_number_of_pins_on_one_net_before_global_route_repair = 8
grt_remaining_overflow = 0
grt_pass1_vias = 440

[hold_path]
worst_hold_path_type = "reg2reg"
whs_path_depth = 0
## routing by layer
metal	GRT usage	part of all wire	routed length [um]
met1	0.0504	0.46	605
met2	0.0419	0.41	536
met3	0.0157	0.13	173
met4	0.00615	0	0
met5	0	0	0
## worst paths after layout
check                        to    startpoint
min                async_data_1  async_toggle
max reg2reg          counter[3]    counter[0]
min reg2reg        async_data_1  async_toggle
max in group clk0      wr_clock      wr_clock
min in group clk0  async_toggle  async_toggle
max                  counter[3]    counter[0]
## flip-flops by register name, indices dropped and copies added, names as in the netlist
name and flops:
async_data_2 1, next_data 1, async_toggle 1, wr_clock 1
async_data_1 1, counter 6, wr_data 1, async_data_3 1
## worst reg2reg max path, cell delays in order (launching register included)
cell	delay, ns
sky130_fd_sc_hd__edfxtp_1	0.39
sky130_fd_sc_hd__inv_1	0.10
sky130_fd_sc_hd__ha_4	0.16
sky130_fd_sc_hd__nor3b_4	0.15
sky130_fd_sc_hd__a211oi_4	0.35
sky130_fd_sc_hd__nor2_1	0.09
## layout make-up
class	instances	area [sq um]	share of cell area
timing repair buffer	16	125	0.142
multi-input combinational	35	290	0.329
clock buffer	4	55.1	0.0624
sequential	13	340	0.386
tap	48	60.1	0.0681
inverter	3	11.3	0.0128
## placed cells by master, fill, tap and decap left out
master,synthesis,layout
sky130_fd_sc_hd__dfxtp_1,5,5
sky130_fd_sc_hd__edfxtp_1,8,8
sky130_fd_sc_hd__ha_1,3,1
sky130_fd_sc_hd__xnor2_1,2,1
sky130_fd_sc_hd__dlygate4sd2_1,0,2
sky130_fd_sc_hd__nand3_1,2,1
sky130_fd_sc_hd__a211oi_4,1,1
sky130_fd_sc_hd__ha_4,0,1
sky130_fd_sc_hd__nand2b_1,2,2
sky130_fd_sc_hd__a21o_1,1,1
sky130_fd_sc_hd__xnor2_2,0,1
sky130_fd_sc_hd__nor2b_1,1,1
sky130_fd_sc_hd__nor2_1,4,4
sky130_fd_sc_hd__or3_1,1,1
sky130_fd_sc_hd__inv_2,0,1
sky130_fd_sc_hd__clkdlybuf4s50_1,0,1
sky130_fd_sc_hd__ha_2,0,1
sky130_fd_sc_hd__nor3_2,0,1
sky130_fd_sc_hd__and4b_1,1,1
sky130_fd_sc_hd__buf_4,0,13
sky130_fd_sc_hd__nor2_2,1,1
sky130_fd_sc_hd__inv_1,3,2
sky130_fd_sc_hd__clkbuf_8,0,4
sky130_fd_sc_hd__xor2_1,3,3
sky130_fd_sc_hd__o21ai_1,5,5
sky130_fd_sc_hd__nand2_1,3,2
sky130_fd_sc_hd__a21oi_1,3,3
sky130_fd_sc_hd__nand3_2,0,1
sky130_fd_sc_hd__nor3b_4,0,1
sky130_fd_sc_hd__nand2_4,0,1
## power by group through the flow
stage	combinational, uW	clock, uW	sequential, uW
finish	1280	526	991
global route	1390	565	1020
CTS	1120	534	988
## kinds of logic (layout without fill, tap and decap cells)
kind of cell	Yosys count	in the layout	synth area share
xor gates and xnor gates	5	5	0.0729
and+or+nand+nor	17	17	0.158
AOI/OAI and AO/OA	10	10	0.112
adders and majority gates	3	3	0.0625
buffers and inverters	4	23	0.0271
DFF	13	13	0.567
## stage by stage
step,util,instances
6_report,0.236,119
5_1_grt,0.236,119
4_1_cts,0.228,116
3_5_place_dp,0.208,112
3_3_place_gp,0.208,112
2_1_floorplan,-,52
## repair_timing
item	4_1_cts	5_1_grt
endpoints found under the setup margin	18	16
resized	7	1
pin swaps	2	1
buffers inserted	0	3
No activity file was given, so power comes from the tool's default toggle rates.
